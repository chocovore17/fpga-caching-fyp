==> design.v <==
module ramdownstream (clk_write, downstream_address_write,
  data_write, downstream_write_enable,
  clk_read, address_read, data_read, memwr);
  parameter D_WIDTH = 16;
  parameter A_WIDTH = 5;
  parameter A_MAX = 32;  
  input                clk_write;
  input  [A_WIDTH-1:0] downstream_address_write;
  input  [D_WIDTH-1:0] data_write;
  input                downstream_write_enable;
  input                clk_read;
  input  [A_WIDTH-1:0] address_read;
  output [D_WIDTH-1:0] data_read;
  output               memwr;  
  reg                 memwr;
  reg    [D_WIDTH-1:0] data_read;
  reg [D_WIDTH-1:0] memory [A_MAX-1:0];
  integer i;
  initial begin
    for (i=0;i<A_MAX;i=i+1)
      memory[i] = 16'b0;
  end
  always @(posedge clk_read )  begin  
    if (downstream_write_enable==1'b1) begin
      memory[downstream_address_write] <= data_write;  
      memwr <= 1'b1;
    end
    else begin 
          memwr<=1'b0;
    end 
  end
  assign data_read = memory[address_read];
endmodule
==> run.sh <==
#!/bin/bash
# OpenROAD 26Q1-2900-gdf79404cd8, Yosys 0.63+post, stock flow scripts
make -C /OpenROAD-flow-scripts/flow DESIGN_CONFIG=/design/flow/config.mk WORK_HOME=/design/flow/orfs finish
==> config.mk <==
export PLATFORM = sky130hd
export DESIGN_NAME = ramdownstream
export DESIGN_NICKNAME = ramdownstream
export VERILOG_FILES = /design/flow/design.v
export SDC_FILE = /design/flow/constraint.sdc
export NUM_CORES = 4
export LEC_CHECK = 1
export CORE_UTILIZATION = 40
==> constraint.sdc <==
current_design ramdownstream

set clk_period 4.3
set clk_io_pct 0.2

create_clock -name clk0 -period $clk_period [get_ports {clk_read}]

set non_clock_inputs [all_inputs -no_clocks]
set_input_delay [expr $clk_period * $clk_io_pct] -clock clk0 $non_clock_inputs
set_output_delay [expr $clk_period * $clk_io_pct] -clock clk0 [all_outputs]
==> results.sh <==
# source this file to load flow results
export IMPL_status="finished clean"
export IMPL_coreArea_um2=50100
export IMPL_arrival_ns=3.19
export IMPL_largest_area_cell="sky130_fd_sc_hd__edfxtp_1"
export IMPL_dp_slack_ns=0.205
export IMPL_grt_first_pass_wirelength_mm=65.7
export IMPL_fill_cells=4239
export IMPL_post_cts_setup_buffer_count=0
export IMPL_startpoint_kind_of_the_worst_setup_timing_path="input pin"
export IMPL_io_pins=46
export IMPL_cp_cell_sequence="clkdlybuf4s50_1 -> nor2_4 -> buf_12 -> buf_4 -> nand2_1 -> a31oi_1 -> nand3_1 -> clkdlybuf4s50_1"
export IMPL_ys_top_cells_by_area="sky130_fd_sc_hd__edfxtp_1 76%, sky130_fd_sc_hd__mux2i_1 13%, sky130_fd_sc_hd__a22oi_1 2.4%"
export IMPL_drt_vias_per_instance=5.26
export IMPL_areaGrowthSynthToFinish_pct=16.2
export IMPL_vdd_ir_drop_max_mv=0.272
export IMPL_ant_nets=0
export IMPL_std_cell_rows=82
export IMPL_timing_critical_path_to_type="output pin"
export IMPL_crit_path_max_incr_delay_ns=0.53
export IMPL_routabilityCongestion=0.811
export IMPL_seq_area_frac_synth_pct=76.1
export IMPL_total_vias_in_the_final_route=10291
export IMPL_holdBufCountCts=0
export IMPL_numClockSinks=513
export IMPL_critical_path_maximum_fanout=27
export IMPL_syn_area_cell_um2=17.9
export IMPL_setup_repair_after_global_routing_missed_its_margin="no"
export IMPL_avgRoutedWirePerCell_um=22.3
export IMPL_timing_worst_slew_pin_value_ns=0.609
export IMPL_total_routed_length_mm=43.7
export IMPL_type_of_the_setup_path_with_the_least_slack="input pin to output pin"
export IMPL_setup_ws_ns=0.248
export IMPL_antenna_cells_inserted=0
export IMPL_clockRootBuffer="sky130_fd_sc_hd__clkbuf_16"
export IMPL_htree_levels=2
export IMPL_yosys_warnings=2
export IMPL_ao_oa_area_share_pct=5.05
export IMPL_grt_pass1_vias=10680
export IMPL_grt_most_used_layer="met2"
export IMPL_drv_slew=0
export IMPL_worst_setup_path_startpoint="address_read[1]"
export IMPL_timing_fmax_mhz=247
export IMPL_pin_count_of_the_biggest_net_entering_global_routing=43
export IMPL_adder_share_pct=0
export IMPL_floorplan_die_width_um=227
export IMPL_finalClockPeriodUsage_pct=94.2
export IMPL_critical_path_depth=8
export IMPL_endpoint="data_read[4]"
export IMPL_drive_gt1_share_pct=15.5
export IMPL_grt_use_total_pct=19.1
export IMPL_portBuffers=44
export IMPL_final_setup_tns_ns=0
export IMPL_synthDistinctLibCells=26
export IMPL_ys_chip_area_um2=20200
export IMPL_post_cts_resized_instances=0
export IMPL_post_route_min_period_ns=4.05
export IMPL_grt_antenna_before_repair=0
export IMPL_post_synth_inst_count=1128
export IMPL_hp_class="input pin to flip-flop"
export IMPL_critical_path_top_delay_family="buffers and inverters"
export IMPL_groute_layer_met3_usage_pct=9.74
export IMPL_dominant_comb_cell="multiplexers"
export IMPL_yosys_area_top_type_share_pct=76.0
export IMPL_max_cap_violations=0
export IMPL_openroad_warnings=26
export IMPL_p_per_area_nw_per_um2=443
export IMPL_max_clock_path_buffers=3
export IMPL_die_area_um2=51500
export IMPL_p_leak_nw=8.15
export IMPL_final_setup_violation_count=0
export IMPL_cp_common_cell="sky130_fd_sc_hd__clkdlybuf4s50_1"
export IMPL_ys_cells=1128
export IMPL_dp_hpwl_mm=25.5
export IMPL_final_cell_mix="512 x sky130_fd_sc_hd__edfxtp_1, 256 x sky130_fd_sc_hd__mux2i_1, 78 x sky130_fd_sc_hd__buf_4"
export IMPL_layout_top_cell_excl_fill_tap="sky130_fd_sc_hd__edfxtp_1"
export IMPL_cts_buffers_inserted=51
export IMPL_die_h_um=227
export IMPL_synth_area_um2=20200
export IMPL_floorplan_initialDensity_pct=40.4
export IMPL_groute_layer_met1_usage_pct=26.5
export IMPL_logic_area_um2=4390
export IMPL_synth_xor_area_share_pct=0
export IMPL_drt_first_pass_iters=20
export IMPL_synthMuxAreaShare_pct=12.7
export IMPL_critPathRequiredTime_ns=3.44
export IMPL_clock_tree_from_tritoncts="yes"
export IMPL_slowest_stage="sky130_fd_sc_hd__clkdlybuf4s50_1"
export IMPL_hold_violations=0
export IMPL_layout_area_seq_um2=15400
export IMPL_worst_slew_margin_rel_pct=59.3
export IMPL_synthSimpleGateAreaFrac_pct=3.54
export IMPL_clock_edge_transition_at_the_registers_on_the_reported_setup_and_hold_paths_ns=0.06
export IMPL_critPathBufInv=4
export IMPL_drc=0
export IMPL_synth_seq_cells=513
export IMPL_use_met2_pct=28.9
export IMPL_first_iteration_detailed_routing_drc_count=659
export IMPL_grt_overflow_total=0
## flip-flops by register name (all words and copies together), names as in the netlist
signal  count
memory    512
memwr       1
## report_power, final
group          leakage [nW]  total [W]  switching [W]  internal [W]
Combinational          2.75   0.000607       0.000358      0.000249
Clock                 0.783    0.00424        0.00177       0.00247
Sequential             4.62    0.00557      0.0000117       0.00556
Total                  8.15     0.0104        0.00214       0.00828
## Yosys cell counts (all sizes together)
cell type,number
edfxtp,512
mux2i,256
a22oi,64
buf,55
nand3,34
nor2,34
nand2,33
a21oi,32
a22o,32
a31oi,16
nand4,16
nor3,16
clkbuf,12
nand3b,5
or3b,3
nand2b,2
nor2b,2
and2,1
dfxtp,1
or2,1
or3,1
## layer usage
| layer | wire [um] | share of wire [%] | vias to the layer above |
|---|---|---|---|
| met1 | 16800 | 38 | 5031 |
| met4 | 1010 | 2.3 | 0 |
| li1 | - | - | 4757 |
| met2 | 20900 | 48 | 439 |
| met5 | 0 | 0 | - |
| met3 | 4980 | 11 | 64 |
## final cells by class
class,count,area share [%]
clock inverters,27,1.13
repair buffers,136,5.58
clock buffers,61,5.59
well taps,672,3.58
multi-input cells,548,18.7
flip-flops and latches,513,65.5
## how the worst min path moves through the flow
stage / slack, ns / to / from / cells past startpoint
6_report: 0.92 / memwr / downstream_write_enable / 1
4_1_cts: 0.90 / memwr / downstream_write_enable / 1
5_1_grt: 0.90 / memwr / downstream_write_enable / 1
## per-stage QoR
stage / hold slack, ns / cells / util [%] / total power (W) / instance area (um^2)
6_report: 0.923 / 1957 / 47.0 / 0.0104 / 23500
3_3_place_gp: 1.52 / 1869 / 43.8 / 0.00629 / 21900
5_1_grt: 0.901 / 1957 / 47.0 / 0.0108 / 23500
4_1_cts: 0.897 / 1957 / 47.0 / 0.0105 / 23500
2_1_floorplan: 0.888 / 1128 / - / 0.00600 / 20200
3_5_place_dp: 1.53 / 1869 / 43.8 / 0.00629 / 21900
## cell families after synthesis
logic type | Yosys count
buf+inv | 67
simple gates | 148
flops | 513
compound gates | 144
mux | 256
Power is estimated from default activity; no workload was simulated.
