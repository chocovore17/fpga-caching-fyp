`flow/run.sh`:
```
#!/bin/bash
# OpenROAD 26Q1-2900-gdf79404cd8, Yosys 0.63+post, stock flow scripts
make -C /OpenROAD-flow-scripts/flow DESIGN_CONFIG=/design/flow/config.mk WORK_HOME=/design/flow/orfs finish
```
`flow/config.mk`:
```
export PLATFORM = sky130hd
export DESIGN_NAME = risk_check
export DESIGN_NICKNAME = risk_check
export VERILOG_FILES = /design/flow/design.v
export SDC_FILE = /design/flow/constraint.sdc
export NUM_CORES = 4
export LEC_CHECK = 1
export CORE_UTILIZATION = 40
```
`flow/constraint.sdc`:
```
current_design risk_check

set clk_period 21.9
set clk_io_pct 0.2

create_clock -name clk0 -period $clk_period

set non_clock_inputs [all_inputs -no_clocks]
set_input_delay [expr $clk_period * $clk_io_pct] -clock clk0 $non_clock_inputs
set_output_delay [expr $clk_period * $clk_io_pct] -clock clk0 [all_outputs]
```
`flow/design.v`:
```
module SLT(A, B, Result);
	input   [31:0]  A, B;	     
	output Result;
	reg sltresult;
	assign Result = sltresult;
    always @(A,B)
    begin
		begin  
				if (A[31] != B[31]) begin
					if (A[31] > B[31]) begin
						sltresult <= 1;
					end else begin
						sltresult <= 0;
					end
				end else begin
					if (A < B)
					begin
						sltresult <= 1;
					end
					else
					begin
						sltresult <= 0;
					end
				end
			end
	end
endmodule
module risk_check(accumulated_orders, max_to_trade, cancelled_orders,  amount, check);
   output check;
   input[31:0]  accumulated_orders, max_to_trade, cancelled_orders, amount;
   wire   w1 ;  
    SLT SLT(.A(max_to_trade),
        .B(accumulated_orders + amount + (~cancelled_orders + 1)),
        .Result(w1));
    assign check = w1; 
  endmodule  
```
==> ci_impl_report.md <==
### Flow metrics

| Metric | Value |
|---|---|
| Yosys chip area | `about 3200 um2` |
| Crit-path cells | `clkdlybuf4s50_1, inv_1, fa_1, ha_1, nand4_1, nor3_1, o21ai_0, nand3_1, o21a_1, a41oi_1, xnor2_1, ha_1, a21o_1, a21o_1, a21oi_1, o21ai_0, a211oi_1, mux2_2, o41a_1, clkdlybuf4s50_1` |
| Synth area leaders | `ha_1 25%, fa_1 19%, a21oi_1 6.6%` |
| Post-CTS setup buffer count | `0` |
| Logic cell area | `roughly 3000 um2` |
| Filler cells | `slightly above 700` |
| Fraction of layout cells with a size suffix above 1 | `0.0350` |
| Final ANT Viol Nets | `0` |
| Max Cap Violations | `0` |
| # diodes | `0` |
| Crit start category | `input port` |
| Critical path class | `input port to output pin` |
| Routed WL | `between 7000 and 8000 um` |
| Slew Viols, Final | `0` |
| Hold WC Path Type | `input port to output pin` |
| Max incr delay on CP | `~460 ps` |
| First-pass GRT wire length | `13200 um` |
| Syn Area/Cell | `about 8 um2` |
| RSZ-0062 raised after global routing | `false` |
| FMAX | `around 75 MHz` |
| Peak supply drop | `roughly 0.000018 V` |
| Port Buffers | `between 100 and 150` |
| Buffers & Inverters on Critical Path | `3` |
| Flop Count | `0` |
| Cell type with the largest total area | `ha_1` |
| CORE AREA | `~7700 um2` |
| Post-cts sizing count | `0` |
| Worst Hold End | `check` |
| CP Capture Type | `output pin` |
| Pleak | `a little under 2 nW` |
| Top Ports | `between 100 and 150` |
| Worst Hold Launch | `max_to_trade[24]` |
| Hold Buf Count CTS | `0` |
| Cycle use final | `0.608` |
| Setup violators final | `0` |
| CP arrival | `a little under 9000 ps` |
| DRT iter0 DRCs | `45` |
| Yosys cell count | `~400` |
| Top cell excl fill/tap | `clkdlybuf4s50_1` |
| Setup TNS Final | `0 ps` |
| Row count | `32` |
| Most numerous logic cells after layout | `129 x clkdlybuf4s50_1, 63 x ha_1, 45 x inv_1, 42 x a21oi_1, 32 x nand2_1` |
| Power consumption | `220 uW` |
| Die width | `between 90 and 100 um` |
| Critical Path RT | `about 18000 ps` |
| Largest net degree at the start of global routing | `10` |
| Max-area cell share | `0.247` |
| Crit path time final | `13320 ps` |
| Hold depth | `5` |
| GP Congestion | `around 0.87` |
| Number of global-route vias before repair | `around 3000` |
| Syn. warnings | `1` |
| DRC | `0` |
| Floorplan core density | `0.414` |
| Area Overhead vs Synth | `42.9%` |
| Total GRT Usage | `0.196` |
| Mapped Area | `3200 um2` |
| PwrDens | `approximately 48 nW/um2` |
| HPWL after detailed placement | `approximately 7400 um` |
| Slew @ Worst Pin | `between 500 and 600 ps` |
| Die area | `between 8000 and 9000 um2` |
| Slowest cell on crit path | `ha_1` |
| Synth Seq Share | `0` |
| Vias per inst | `between 5 and 6` |
| Status | `finished clean` |
| Hold Fails Final Rpt | `0` |
| Total congestion overflow | `0` |
| Die height | `91.4 um` |
| Via count | `3182` |
| Drt first pass iters | `4` |
| Synth unique cells | `about 53` |
| FF/Latch Area | `0 um2` |
| Clock buffers | `0` |
| Mapped Cells | `roughly 400` |
| CP max FO | `8` |
| Initial antenna violation count | `0` |
| Max-slew headroom | `0.627` |
| Log Warnings | `33` |
| Family with the most delay on the worst path | `AND-OR/OR-AND gates` |
| WL/cell | `~13 um` |
through the flow:
step                      instance area, um2  cells  hold slack (ps)  worst slack, ps  utilization
final                                   4570    616            10110             8580        0.591
after global placement                  4570    616            10120             8680        0.591
after global routing                    4570    616            10160             8220        0.591
after CTS                               4570    616            10130             8570        0.591
after detailed placement                4570    616            10130             8580        0.591
after floorplan                         3200    395             9120             9890            -
where the power goes:
| part | internal, mW | switching, mW |
|---|---|---|
| sequential | 0 | 0 |
| clock | 0 | 0 |
| combinational | 0.106 | 0.114 |
layer usage:
metal | global-route usage | vias up | wire [um]
met4 | 0.00926 | 0 | 46
met3 | 0.0128 | 4 | 405
met5 | 0 | - | 0
met2 | 0.365 | 96 | 3950
li1 | - | 1650 | -
met1 | 0.263 | 1432 | 3410
logic make-up after synthesis:
group | after synthesis | synth area share
adder cells (fa/ha/maj) | 94 | 0.441
AND-OR/OR-AND | 119 | 0.256
buffers and inverters | 55 | 0.0677
multiplexers | 2 | 0.00665
AND/OR/NAND/NOR | 94 | 0.144
XOR/XNOR | 31 | 0.0849
worst max path at each step:
stage                     startpoint     to  slack [ps]  depth (start not counted)
finish          cancelled_orders[18]  check        8580                         20
global route  accumulated_orders[18]  check        8220                         19
CTS             cancelled_orders[18]  check        8570                         20
cell usage after synthesis, types with 7 or more instances:
library cell   n
xor2_1        14
nand3_1       13
a21o_1         8
inv_1         45
nand2_1       32
nor2_1        15
fa_1          31
buf_2          7
o21ai_0       16
ha_1          63
o21ai_1       10
nand4_1        9
a21oi_1       42
xnor2_1       17
cell type report:
| cell class | count | share of cell area |
|---|---|---|
| multi-input combinational | 340 | 0.652 |
| timing repair buffer | 129 | 0.283 |
| inverter | 45 | 0.0370 |
| tap | 102 | 0.0279 |
Power is estimated from default activity; no workload was simulated.
