==> flow/design.v <==
module ramupstream (clk_write, address_write,
  data_write, write_enable, change_max,
  clk_read, address_read, accumulated_orders, max_to_trade, memwr);
  parameter D_WIDTH = 32;  
  parameter A_WIDTH = 5;
  parameter A_MAX = 32;  
  input                clk_write;
  input                change_max;  
  input  [A_WIDTH-1:0] address_write;
  input  [D_WIDTH-1:0] data_write;
  input                write_enable;
  input                clk_read;
  input  [A_WIDTH-1:0] address_read;
  output [D_WIDTH-1:0] accumulated_orders;
  output [D_WIDTH-1:0] max_to_trade;
  output              memwr;
  reg    [D_WIDTH-1:0] accumulated_orders;
  reg    [D_WIDTH-1:0] max_to_trade;
  reg    [D_WIDTH-1:0] accumulated_read;
  reg                  memwr;
  reg [D_WIDTH-1:0] memory [A_MAX-1:0];
  integer i;
  initial begin
    for (i=0;i<A_MAX;i=i+1)
      memory[i] = 32'b0;
  end
  always @(posedge clk_write) begin
    memwr<=1'b0;
    if (write_enable) begin
      if(change_max) begin
        memory[address_write][31:16] <= data_write; 
        memwr <= 1'b1;
      end
      else begin 
        memory[address_write][15:0] <= data_write[15:0];  
        memwr <= 1'b1;
      end 
    end
  end
  assign accumulated_orders = memory[address_read][15:0];  
  assign max_to_trade = memory[address_read][31:16];  
endmodule
==> flow/run.sh <==
#!/bin/bash
# OpenROAD 26Q1-2900-gdf79404cd8, Yosys 0.63+post, stock flow scripts
make -C /OpenROAD-flow-scripts/flow DESIGN_CONFIG=/design/flow/config.mk WORK_HOME=/design/flow/orfs finish
==> flow/config.mk <==
export PLATFORM = sky130hd
export DESIGN_NAME = ramupstream
export DESIGN_NICKNAME = ramupstream
export VERILOG_FILES = /design/flow/design.v
export SDC_FILE = /design/flow/constraint.sdc
export NUM_CORES = 4
export LEC_CHECK = 1
export CORE_UTILIZATION = 30
==> flow/constraint.sdc <==
current_design ramupstream

set clk_period 4.8
set clk_io_pct 0.2

create_clock -name clk0 -period $clk_period [get_ports {clk_write}]

set non_clock_inputs [all_inputs -no_clocks]
set_input_delay [expr $clk_period * $clk_io_pct] -clock clk0 $non_clock_inputs
set_output_delay [expr $clk_period * $clk_io_pct] -clock clk0 [all_outputs]
==> summary.txt <==
run results: final tally of max-slew violations 0, post-route DRC violation count 0, critical path class primary input to output port, Hold Crit Depth 1, number of H-tree branching levels 3, YS chip area 0.04029 mm^2, via count of the first global-routing pass 20,290, overflow left after global routing 0, Worst Path Arrival 3.55 ns, Root Buffer Master clkbuf_16, maximum vdd drop 270.6 uV, number of instances in the synthesized netlist 2,307, area leader, netlist edfxtp_1, horizontal die size 368.5 um, share of final-layout standard cells stronger than drive strength 1 11.64%, Final Hold Viols 0, deepest clock path buffer count 3, maximum number of pins on one net before global-route repair 65, Crit Path Max Fanout 29, Worst Hold Launch data_write[7], count of non-filler cells in the finished layout 4,311, final setup fails 0, total placed cells including tap cells 4,139, average cell area after synthesis 17.46 um^2, Chip Area 0.1358 mm^2, area fraction of the dominant cell type after synthesis 76.33%, netlist area before placement 0.04029 mm^2, area growth from synthesis to final layout 15.74%, floorplan utilization 30.22%, highest-count cells in the layout ignoring fill and taps edfxtp_1, mux2i_1, buf_4, TritonCTS clock tree yes, Detailed Place HPWL 50.71 mm, count of port buffers added during placement 61, minimum setup slack after placement 0.2309 ns, leakage power total 15.99 nW, Hold Path Class primary input to register, clock-pin slew reported for the worst setup and hold paths after clock tree synthesis 0.06 ns, tally of OpenROAD warnings 43, total number of placement rows 134, via count normalized by instance count 4.689, average detailed-routed wire length per instance 20.63 um, Netlist cell types 26, number of diodes added for antenna fixing 0, Final TNS setup 0 ns, number of buffers created by CTS 96, Seq share, synth 76.38%, most frequent logic cell in the layout edfxtp_1, synthesis-stage register bit count 1,025, global placement routability congestion 0.8191, detailed router's first-iteration violation count 1,244, die height 368.5 um, fin crit period 4.511 ns, slew margin rel. 47.08%, endpoint type of the worst setup path output port, Cell area leaders edfxtp_1, mux2i_1, a22oi_1, post-route setup slack 0.2893 ns, Setup Fix Bufs, Post-CTS 0, final critical-path share of the clock period 93.97%, count of cells resized by post-cts repair 0, Final ANT Viol Nets 0, Std-Cell Core Area 0.1333 mm^2, max cap viols 0, Yosys warnings 3, drt total wl 88.93 mm, start point of the critical path address_read[2], fmax 0.2217 GHz, startpoint kind of the worst setup timing path primary input, antenna violations before repair 9, status completed, clock sinks 1,025, I/O Pins 111, vias post-DR 20,220, Tightest Pin Transition 0.7938 ns, router iterations before antenna repair 4, first-pass GRT wire length 131.1 mm, hold-fix buffer count after cts 0, total routing resource utilization after global routing 13.83%, number of standard cells reported by yosys 2,307, unrepaired setup endpoints after global routing false, data required time at the worst endpoint 3.84 ns, power density cells 391.0 mW/mm^2
-- worst max-delay path: stages --
cell	delay (ns)
clkdlybuf4s50_1	0.53
nor2b_4	0.20
buf_12	0.22
buf_4	0.31
a22oi_1	0.14
a31oi_1	0.43
nand3_1	0.26
clkdlybuf4s50_1	0.48
-- state kept, by name (all words and copies together), names as in the netlist --
name	cells
memwr	1
memory	1024
-- per-stage QoR --
step	utilization (%)	hold WS, ns	total power [mW]	instance area (um^2)
global placement	32.70	1.517	11.13	43590
floorplan	-	0.9877	10.64	40400
global route	34.98	0.8671	18.79	46630
finish	34.98	0.8462	18.23	46630
CTS	34.98	0.8211	18.41	46630
detailed placement	32.70	1.524	11.13	43590
-- kinds of logic after synthesis --
group                  share of synthesized area [%]
multiplexers                                   12.72
flip-flops                                     76.38
AND-OR/OR-AND                                  4.870
other                                       0.009308
buffers and inverters                          2.534
AND/OR/NAND/NOR                                3.488
-- synth_stat cells --
library cell / n
a21oi_1: 96
a22o_1: 64
a22oi_1: 96
a31oi_1: 32
and2_1: 1
buf_1: 6
buf_2: 33
buf_4: 65
buf_6: 15
clkbuf_1: 43
clkbuf_4: 2
conb_1: 1
dfxtp_1: 1
edfxtp_1: 1024
mux2i_1: 512
nand2_1: 101
nand2b_1: 2
nand3_1: 101
nand3b_1: 3
nand4_1: 1
nor2_1: 67
nor2b_1: 5
nor3_1: 32
or2_2: 1
or3_1: 1
or3b_2: 2
-- final cells by class --
class / count / area [um^2]
clock buffer: 127 / 2634
clock inverter: 45 / 404.1
fill: 12250 / 86660
multi-input combinational: 1149 / 8652
sequential: 1025 / 30770
tap: 1768 / 2212
timing repair buffer: 197 / 1957
-- worst paths after layout --
kind                      to  slack, ns
max    accumulated_orders[1]       0.29
min   memory[5][7]$_DFFE_PP_       0.85
-- layer usage --
| metal | share of wire, % | global-route usage [%] | wire length (um) |
|---|---|---|---|
| met1 | 39 | 18.56 | 35040 |
| met2 | 47 | 21.14 | 41940 |
| met3 | 12 | 7.459 | 10470 |
| met4 | 1.6 | 1.931 | 1393 |
| met5 | 0.10 | 0 | 89 |
-- report_power, final --
| group | switching, mW | internal, mW | leakage [nW] |
|---|---|---|---|
| clock network | 3.09 | 4.22 | 1.48 |
| logic | 0.626 | 0.374 | 5.29 |
| registers | 0.0132 | 9.91 | 9.22 |
Power is estimated from default activity; no workload was simulated.
